### design/flow/run.sh
#!/bin/bash
# OpenROAD 26Q1-2900-gdf79404cd8, Yosys 0.63+post, stock flow scripts
make -C /OpenROAD-flow-scripts/flow DESIGN_CONFIG=/design/flow/config.mk WORK_HOME=/design/flow/orfs finish
### design/flow/config.mk
export PLATFORM = sky130hd
export DESIGN_NAME = vga_sync
export DESIGN_NICKNAME = vga_sync
export VERILOG_FILES = /design/flow/design.v
export SDC_FILE = /design/flow/constraint.sdc
export NUM_CORES = 4
export LEC_CHECK = 1
export CORE_AREA = 10 10 114 114
export DIE_AREA = 0 0 124 124
### design/flow/constraint.sdc
current_design vga_sync

set clk_period 3.2
set clk_io_pct 0.2

create_clock -name clk0 -period $clk_period [get_ports {clk}]

set non_clock_inputs [all_inputs -no_clocks]
set_input_delay [expr $clk_period * $clk_io_pct] -clock clk0 $non_clock_inputs
set_output_delay [expr $clk_period * $clk_io_pct] -clock clk0 [all_outputs]
### design/flow/design.v
module vga_sync(
  input logic clk,
  input logic rst,
  output logic o_pix_valid,
  output logic [9:0] o_col,
  output logic [9:0] o_row,
  output logic o_hsync,
  output logic o_vsync
);
parameter int FRAME_HPIXELS     = 640;
parameter int FRAME_HFPORCH     = 16;
parameter int FRAME_HSPULSE     = 96;
parameter int FRAME_HBPORCH     = 48;
parameter int FRAME_MAX_HCOUNT  = 800;
parameter int FRAME_VLINES      = 480;
parameter int FRAME_VFPORCH     = 10;
parameter int FRAME_VSPULSE     = 2;
parameter int FRAME_VBPORCH     = 29;
parameter int FRAME_MAX_VCOUNT  = 521;
logic [9:0] hcnt;
logic hcnt_clr;
logic hs_set;
logic hs_clr;
logic hsync;
logic hsync_delayed;
always_ff @( posedge clk or posedge rst ) begin
    if ( rst ) begin 
        hcnt <= 0;
    end 
    else if ( hcnt_clr ) begin 
        hcnt <= 0; 
        end
    else begin 
        hcnt ++; 
    end
end
always_comb begin
    hcnt_clr = ( hcnt == ( FRAME_MAX_HCOUNT - 1 ) );
    hs_set = ( hcnt == ( FRAME_HPIXELS + FRAME_HFPORCH - 1 ) );
    hs_clr = ( hcnt == ( FRAME_HPIXELS + FRAME_HFPORCH + FRAME_HSPULSE - 1 ) );
end
always_ff @( posedge clk or posedge rst ) begin
    if ( rst ) begin 
        hsync <= 0; 
    end
    else begin 
        hsync <= ( ~hs_clr & ( hs_set | hsync ) ); 
    end
end
always_ff @( posedge clk or posedge rst ) begin
    if ( rst ) begin
        hsync_delayed <= 0; 
    end
    else begin 
        hsync_delayed <= hsync;
    end
end
logic [9:0] vcnt;
logic vcnt_clear;
logic vs_set;
logic vs_clr;
logic vsync;
always_ff @( posedge clk or posedge rst ) begin
    if ( rst ) begin
        vcnt <= 0;
    end 
    else if ( vcnt_clear ) begin 
        vcnt <= 0; 
        end
    else begin 
        if ( hcnt_clr ) begin  
            vcnt ++;
        end 
    end
end
always_comb begin
    vcnt_clear = ( ( vcnt == ( FRAME_MAX_VCOUNT - 1 ) ) & hcnt_clr ) ;
    vs_set = ( hcnt_clr & ( vcnt == ( FRAME_VLINES + FRAME_VFPORCH - 1 ) ) );
    vs_clr = ( hcnt_clr & ( vcnt == ( FRAME_VLINES + FRAME_VFPORCH + FRAME_VSPULSE - 1 ) ) );
end
always_ff @( posedge clk or posedge rst ) begin
    if ( rst ) begin 
        vsync <= 0; 
    end
    else begin 
        vsync <= ( ( vs_set | vsync ) & ~vs_clr ); 
    end
end
always_comb begin 
    o_hsync = ~hsync_delayed;
    o_col = hcnt;
    o_row = vcnt;
    o_vsync = ~vsync;
    o_pix_valid = ( ( FRAME_VLINES > vcnt ) & ( FRAME_HPIXELS > hcnt ) ) ;
end
endmodule
==> out/metrics.csv <==
metric,value,unit
run status,completed,
cell area after technology mapping,1160,sq um
die outline height,124,um
max cap viols,0,
top post-synthesis cells by area,"sky130_fd_sc_hd__dfrtp_1 50%, sky130_fd_sc_hd__ha_1 5.4%, sky130_fd_sc_hd__xnor2_1 5.3%",
most frequent cell after synthesis,sky130_fd_sc_hd__dfrtp_1,
yosys cell count,114,
yosys stat chip area,1160,sq um
Critical Path End Type,output port,
Worst EP arrival,1560,ps
Final period util,68.6,%
area added between synthesis and finish,39.6,%
clock transition at the register clock pins on the worst setup and hold paths after CTS,80,ps
Max Clk Rate,455,MHz
tool warning count,29,
Final GP Congestion,0.792,
Mapped Cells,114,
I/O pin cnt,25,
Routed Wire Length,3.17,mm
H-tree depth,1,
RSZ-0062 raised after global routing,no,
power density normalized to cell area,297,nW/um^2
"Power, Total",0.000479,W
HPWL reported at the end of detailed placement,2.41,mm
"area share, top type",49.8,%
sequential share of the synthesized area,49.8,%
floorplan row count,37,
clock tree skew after final layout,4.58,ps
maximum number of pins on one net before global-route repair,24,
reg-to-reg setup timing slack,1320,ps
root buffer cell,sky130_fd_sc_hd__clkbuf_8,
fraction of final layout cells with drive strength greater than 1,7.75,%
vias post-DR,918,
final-report setup violation count,0,
Chip Area,15400,sq um
I/O Buffers,24,
Routed wire per std cell,11.4,um
overall track demand over capacity in global routing,4.23,%
Core Area,10400,sq um
DIE WIDTH,124,um
post-synth tally of flip-flops with integrated enable,0,
total CTS buffers,3,
final design area excluding fillers,1610,sq um
Pleak,0.637,nW
DRC marker count from the first detailed-route iteration,14,
Setup TNS,0,ps
worst min-delay path category,reg2reg,
clock tree from TritonCTS,yes,
number of hold violations in the final report,0,
number of nets with antenna violations after detailed routing,0,
via count of the first global-routing pass,952,
antenna violations before repair,0,
maximum count of clock buffers along a single path,2,
worst endpoint required time,2560,ps
Final Slew Violations,0,
Max transition margin,68.6,%
initial core utilization,11.1,%
Critical Path Source Type,flip-flop,
Period minus WS final,2200,ps
# clock sinks,23,
highest fanout seen on the critical path,7,
Resized cells post-CTS,0,
synthesis warning total,1,
first-pass iteration count of the detailed router,4,
ys async rst share,100,%
maximum resistive drop on vdd,112,uV
Overflow after GRT,0,
"area leader, netlist",sky130_fd_sc_hd__dfrtp_1,
number of buffers added to fix hold violations after cts,0,
filler cell count,1163,
transition time of the tightest slew-check pin,471,ps
prevailing post-synth register cell,sky130_fd_sc_hd__dfrtp_1,
wire length of the first global-routing pass,5.16,mm
syn avg cell area,10.1,sq um
antenna diode count,0,
number of remaining DRC errors,0,
critical path type,reg2out,
placed instance area,1570,sq um
worst skew pair latency,260,ps
Yosys reg bits,23,
library cells used by synthesis,31,
Via density,3.30,
"Setup Fix Bufs, Post-CTS",0,
most instantiated cells after synthesis,"23 x sky130_fd_sc_hd__dfrtp_1, 11 x sky130_fd_sc_hd__inv_1, 8 x sky130_fd_sc_hd__nand3_1",
-- cells in the final DEF (no fill, tap or decap), types with 2 or more instances in the layout --
cell	n
sky130_fd_sc_hd__and3_1	4
sky130_fd_sc_hd__o21ai_1	2
sky130_fd_sc_hd__o21ai_0	6
sky130_fd_sc_hd__xnor2_1	7
sky130_fd_sc_hd__dfrtp_1	23
sky130_fd_sc_hd__nand3_1	8
sky130_fd_sc_hd__ha_1	5
sky130_fd_sc_hd__nor2_1	7
sky130_fd_sc_hd__nand4_1	6
sky130_fd_sc_hd__clkbuf_8	3
sky130_fd_sc_hd__a21oi_1	3
sky130_fd_sc_hd__and2_1	2
sky130_fd_sc_hd__a31oi_1	2
sky130_fd_sc_hd__nand2_1	7
sky130_fd_sc_hd__clkdlybuf4s50_1	24
sky130_fd_sc_hd__xor2_1	5
sky130_fd_sc_hd__inv_1	11
-- state kept, by name, indices dropped and copies added (netlist names) --
| name | flops |
|---|---|
| hsync | 1 |
| vsync | 1 |
| hsync_delayed | 1 |
| hcnt | 10 |
| vcnt | 10 |
-- cells by family (layout without fill, tap and decap cells) --
group | count (synthesis) | count (layout) | share of synthesized area [%]
AOI/OAI and AO/OA | 16 | 16 | 8.01
adders and majority gates | 5 | 5 | 5.41
buffers and inverters | 12 | 40 | 4.00
DFF | 23 | 23 | 49.8
and+or+nand+nor | 46 | 46 | 23.7
xor gates and xnor gates | 12 | 12 | 9.09
-- worst paths after layout --
check,depth (start not counted),startpoint,to
max in group asynchronous,3,rst,hcnt[6]$_DFF_PP0_
worst max register to register,5,hcnt[1]$_DFF_PP0_,vcnt[6]$_DFFE_PP0P_
worst min register to register,0,hsync$_DFF_PP0_,hsync_delayed$_DFF_PP0_
worst max-delay path,3,vcnt[5]$_DFFE_PP0P_,o_pix_valid
min in group asynchronous,3,rst,vcnt[5]$_DFFE_PP0P_
worst min-delay path,0,hsync$_DFF_PP0_,hsync_delayed$_DFF_PP0_
-- layout make-up --
type	count	area (sq um)	area share, %
clock buffers	4	45.0	2.79
inverters	11	41.3	2.56
multi-input cells	79	534	33.1
flip-flops and latches	23	576	35.7
well taps	136	170	10.5
repair buffers	25	248	15.3
-- layer usage --
metal | global-route usage (%) | share of wire (%) | vias to the layer above | wire length, um
li1 | - | - | 455 | -
met2 | 6.46 | 44 | 20 | 1390
met3 | 1.97 | 8.5 | 4 | 268
met1 | 5.55 | 46 | 439 | 1460
met4 | 0.504 | 1.6 | 0 | 50
met5 | 0 | 0 | - | 0
-- stage by stage --
step           worst slack [ps]  std cells  util, %  hold WS (ps)
5_1_grt                     860        278     15.5           436
3_5_place_dp               1290        274     15.1           409
6_report                   1000        278     15.5           430
4_1_cts                     979        278     15.5           429
2_1_floorplan              1600        114        -           375
3_3_place_gp               1310        274     15.1           397
-- worst max-delay path, cell delays in order (launching register included) --
cell,delay [ps]
sky130_fd_sc_hd__dfrtp_1,470
sky130_fd_sc_hd__nand4_1,200
sky130_fd_sc_hd__and3_1,220
sky130_fd_sc_hd__clkdlybuf4s50_1,410
-- power breakdown --
group	internal, W	total [W]	switching (W)
Sequential	0.000290	0.000290	0
Combinational	0.00000196	0.00000781	0.00000584
Clock	0.0000888	0.000181	0.0000922
Total	0.000381	0.000479	0.0000981
No activity file was given, so power comes from the tool's default toggle rates.
